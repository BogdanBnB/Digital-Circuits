==> /design/flow/design.v <==
`timescale 1ns / 1ps
module ram1024x8(
        input clock,
        input [9:0] addr_read,
        input [9:0] addr_write,
        input we,
        input [7:0] data_write,
        output [7:0] data_read
    );
reg [7:0] memorie[0:1023];
assign data_read=memorie[addr_read];
always @(posedge clock) begin
    if(we==1) begin
        memorie[addr_write]<=data_write;
    end
end
endmodule
==> /design/flow/run.sh <==
#!/bin/bash
# OpenROAD 26Q1-2900-gdf79404cd8, Yosys 0.63+post, stock flow scripts
make -C /OpenROAD-flow-scripts/flow DESIGN_CONFIG=/design/flow/config.mk WORK_HOME=/design/flow/orfs finish
==> /design/flow/config.mk <==
export PLATFORM = sky130hd
export DESIGN_NAME = ram1024x8
export DESIGN_NICKNAME = ram1024x8
export VERILOG_FILES = /design/flow/design.v
export SDC_FILE = /design/flow/constraint.sdc
export NUM_CORES = 4
export LEC_CHECK = 1
export CORE_UTILIZATION = 30
export SYNTH_MEMORY_MAX_BITS = 65536
==> /design/flow/constraint.sdc <==
current_design ram1024x8

set clk_period 32.0
set clk_io_pct 0.2

create_clock -name clk0 -period $clk_period [get_ports {clock}]

set non_clock_inputs [all_inputs -no_clocks]
set_input_delay [expr $clk_period * $clk_io_pct] -clock clk0 $non_clock_inputs
set_output_delay [expr $clk_period * $clk_io_pct] -clock clk0 [all_outputs]
==> flow_metrics.py <==
# Generated from Yosys and OpenROAD reports
metrics = {
    "global_routing": {
        "first_pass_grt_wire_length_um": 1300000,
        "antenna_violations_before_repair": 85,
        "track_usage_pct": 18.4,
        "grt_start_max_net_pins": 113,
        "first_global_vias": 171000,
        "globalRouteOverflowTotal": 0,
    },
    "synth": {
        "synthesized_flop_and_latch_total": 8192,
        "synth_adder_area_share_pct": 0,
        "cell_area_synth_sq_mm": 0.319,
        "postSynth.asyncResetShare_pct": 0,
        "synth_area_leader_cell": "sky130_fd_sc_hd__edfxtp_1",
        "topCombFamilyByArea": "multiplexers",
        "mux_area_share_pct": 15.1,
        "synth-cells-yosys": 15200,
        "synthXorXnorAreaFrac_pct": 0,
        "synth.distinct_cells": 80,
        "synth.cellmix.simpleShare_pct": 2.36,
        "synth_compound_gate_area_share_pct": 3.38,
        "synthFlopType": "sky130_fd_sc_hd__edfxtp_1",
        "synth.cells.most_frequent": "sky130_fd_sc_hd__edfxtp_1 (8192), sky130_fd_sc_hd__mux4_2 (1565), sky130_fd_sc_hd__nor2_1 (1133)",
        "post-synth-top-area-fraction_pct": 77.1,
        "ys_warn_count": 1,
        "syn_avg_cell_area_sq_um": 21.0,
        "post_synth_area_from_yosys_stat_sq_mm": 0.319,
        "post_synth_inst_count": 15200,
        "synth_seq_share_pct": 77.1,
        "yosys.cell_count.top_type": "sky130_fd_sc_hd__edfxtp_1",
        "netlist_top_cells_area": "sky130_fd_sc_hd__edfxtp_1 (77%), sky130_fd_sc_hd__mux4_2 (11%), sky130_fd_sc_hd__mux2i_1 (3.3%), sky130_fd_sc_hd__nor2_1 (1.3%), sky130_fd_sc_hd__o221ai_1 (0.80%)",
        "enable_flop_cells": 8192,
    },
    "clock_network": {
        "htree_levels": 6,
        "cts_setup_buffers": 0,
        "path_clk_slew_ps": 50,
        "cts-buffers-inserted": 796,
        "cts.sinks": 8192,
        "cts_repair_resize_count": 0,
        "clockBufferDepth": 4,
        "root_buffer_selected_by_cts": "sky130_fd_sc_hd__clkbuf_16",
        "cts_hold_buffers": 0,
        "clock_tree_from_tritoncts": "built",
    },
    "floorplan": {
        "chipArea_sq_mm": 1.07,
        "dieHeight_um": 1030,
        "floorplan.die.width_um": 1030,
        "placeableCoreArea_sq_mm": 1.06,
        "floorplanUtilization_pct": 30.1,
        "row_count": 378,
        "num_io_pins": 38,
    },
    "final_layout": {
        "largest_register_ff_count": 8192,
        "final_layout_size_suffix_gt1_share_pct": 22.6,
        "largest-register": "memorie",
        "filler_cell_count": 96800,
        "areaGrowthSynthToFinish_pct": 14.0,
        "largestRegisters": "memorie (8192)",
        "layout.area.seq_sq_mm": 0.246,
        "logic_area_sq_mm": 0.0675,
        "final_cell_area_sq_mm": 0.364,
        "layout.core_utilization_pct": 34.3,
    },
    "critical_path": {
        "startpoint_type": "input port",
        "critical-path-top-cell-by-count": "sky130_fd_sc_hd__buf_4",
        "timing.critical_path.arrival_ps": 14520,
        "crit_slowest_cell": "sky130_fd_sc_hd__o32ai_1",
        "endpoint_kind": "primary output",
        "critPathRequiredTime_ps": 25600,
        "worstPathCellList": "buf_16 -> buf_4 -> buf_4 -> buf_4 -> buf_4 -> buf_4 -> buf_4 -> mux4_2 -> mux2i_1 -> o22ai_1 -> o32ai_1 -> a21oi_1 -> a22o_1 -> a2111o_1 -> clkdlybuf4s50_1",
        "worst_path_dominant_cell_family": "buffers and inverters",
        "cp_max_fo": 63,
        "setup.worst_path.class": "in2out",
        "critPathBufInv": 8,
        "cpPeakStageDelay_ps": 880,
    },
    "run": {
        "warnings": 32,
        "maxCapViolations": 0,
    },
    "sta": {
        "drv_slew": 0,
        "hold_ws_ps": 5650,
        "final_hold_viol_count": 0,
        "total_of_endpoints_with_negative_setup_slack_in_the_final_report": 0,
        "fin_setup_tns_ps": 0,
        "rsz0062_at_grt": "false",
        "slew_headroom_pct": 8.64,
        "layout_worst_path_cycle_share_pct": 65.4,
        "finalWorstPathRequiredPeriod_ps": 20920,
        "max_freq_ghz": 0.0478,
        "worst_margin_pin_slew_ps": 1360,
    },
    "power": {
        "peak_vdd_ir_v": 0.0000602,
        "switchingPower_mw": 4.80,
        "combPwrFrac_pct": 5.1,
        "power.switching_fraction_pct": 21.9,
        "cellInternalPower_mw": 17.1,
        "sequentialPowerShare_pct": 54.0,
        "power.static_leakage_nw": 112,
        "power_density_mw_per_mm2": 60.2,
        "clock_power_share_pct": 40.9,
        "totalPowerFinal_mw": 21.9,
    },
    "route": {
        "drt_pre_antenna_iters": 6,
        "drt_first_iter_violations": 11300,
        "dr_total_vias": 158000,
        "ant_nets": 0,
        "drc": 0,
        "avgRoutedWirePerCell_um": 30.0,
        "detail_route.vias_per_cell": 5.12,
        "wl_um": 925000,
    },
    "place": {
        "place.port_buffers": 37,
        "routabilityCongestion": 0.908,
        "postPlaceCellArea_sq_mm": 0.339,
        "half_perimeter_wire_length_after_detailed_placement_um": 584000,
    },
    "outcome": {
        "status": "finished, final reports clean",
    },
    "min_path": {
        "worstHoldPathType": "in2reg",
    },
}
==> through the flow <==
| step | cells | setup slack [ps] |
|---|---|---|
| after floorplan | 15200 | 16640 |
| after global placement | 29200 | 10920 |
| after detailed placement | 29200 | 11000 |
| after CTS | 30700 | 11000 |
| after global routing | 30700 | 10570 |
| final | 30800 | 11080 |
==> layout by cell type, fill, tap and decap left out, types with 18 or more instances in the layout <==
cell type                         instances
sky130_fd_sc_hd__diode_2                141
sky130_fd_sc_hd__bufinv_16               40
sky130_fd_sc_hd__a22o_1                  46
sky130_fd_sc_hd__a221o_1                 18
sky130_fd_sc_hd__o221ai_1               292
sky130_fd_sc_hd__o21ai_0                121
sky130_fd_sc_hd__a2111oi_0               23
sky130_fd_sc_hd__mux2i_1               1041
sky130_fd_sc_hd__nor2_1                1119
sky130_fd_sc_hd__nand4_1                 31
sky130_fd_sc_hd__clkbuf_16              801
sky130_fd_sc_hd__nand2_1                173
sky130_fd_sc_hd__mux2_2                  90
sky130_fd_sc_hd__clkbuf_1               207
sky130_fd_sc_hd__nor4_1                  26
sky130_fd_sc_hd__o211ai_1                24
sky130_fd_sc_hd__buf_12                  18
sky130_fd_sc_hd__nor3_1                 112
sky130_fd_sc_hd__mux4_1                  61
sky130_fd_sc_hd__a22oi_1                246
sky130_fd_sc_hd__a21oi_1                256
sky130_fd_sc_hd__clkinv_1               206
sky130_fd_sc_hd__mux4_2                1565
sky130_fd_sc_hd__a221oi_1                66
sky130_fd_sc_hd__nand3_1                 76
sky130_fd_sc_hd__a31oi_1                 23
sky130_fd_sc_hd__a211o_1                 28
sky130_fd_sc_hd__clkinv_2               122
sky130_fd_sc_hd__nand3_4                 24
sky130_fd_sc_hd__nor3_2                  18
sky130_fd_sc_hd__buf_4                  883
sky130_fd_sc_hd__a211oi_1                81
sky130_fd_sc_hd__edfxtp_1              8192
sky130_fd_sc_hd__clkinv_16               19
sky130_fd_sc_hd__clkdlybuf4s50_1         20
sky130_fd_sc_hd__o22ai_1                218
==> power by group through the flow <==
stage	combinational (mW)	sequential [mW]	clock (mW)
global route	1.18	11.8	9.47
finish	1.12	11.8	8.96
CTS	1.12	11.8	9.08
==> final timing paths <==
| check | from | to | slack, ps | depth (start not counted) |
|---|---|---|---|---|
| max | addr_read[0] | data_read[0] | 11080 | 15 |
| min | data_write[2] | memorie[760][2] | 5650 | 1 |
==> final cells by class <==
type | count | share of cell area, %
sequential | 8192 | 67.7
clock inverter | 441 | 1.06
timing repair buffer | 938 | 2.05
multi-input combinational | 6017 | 18.6
inverter | 7 | 0.0141
tap | 14100 | 4.84
antenna | 141 | 0.0971
clock buffer | 1008 | 5.73
==> metal layers <==
| metal | GRT usage, % | vias up | wire length, um |
|---|---|---|---|
| li1 | - | 65500 | - |
| met1 | 18.4 | 80100 | 277000 |
| met2 | 26.7 | 10300 | 422000 |
| met3 | 16.8 | 1689 | 184000 |
| met4 | 6.80 | 100 | 39100 |
| met5 | 2.58 | - | 3190 |
==> cell families after synthesis <==
kind of cell,after synthesis
buf+inv,1011
simple gates,1753
flops,8192
mux,2758
compound gates,1506
Power and IR drop assume default switching activity.
