==> /design/flow/design.v <==
`timescale 1ns / 1ps
module PWM(
    input clk_i,
	input rstn_i,
	input acc_en_i,
	input [9:0] duty_cycle,
	input [1:0] frequency_selection,
	input [1:0] trigger_selection,
	input out_function,
	input [1:0] capture_selection,
	input [9:0] target_value,
	input clear,
	input SW_trigger,
	output reg [9:0] actual_counter_value,
	output reg [9:0] captured_value,
	output reg tm_running,
	output reg pwm_out
);
reg [18:0] pwm_counter;
reg [18:0] duty_counter;
reg [18:0] frequency_divisor;
always @(*) begin
    case(frequency_selection)
        2'b00:  frequency_divisor=40*(10**6)/100;
        2'b01:  frequency_divisor=40*(10**6)/200;
        2'b10:  frequency_divisor=40*(10**6)/320;
        2'b11:  frequency_divisor=40*(10**6)/400;
    endcase
end
always @(posedge clk_i or negedge rstn_i) begin
    if(!rstn_i) begin
        pwm_counter<=10'd0;
        duty_counter<=10'd0;
        pwm_out<=1'b0;
        actual_counter_value<=10'd0;
        captured_value<=10'd0;
        tm_running<=1'b0;
    end
    else if(acc_en_i) begin
        if(pwm_counter < frequency_divisor) begin
            pwm_counter<=pwm_counter+1;
        end
        else begin
            pwm_counter<=19'd0;
            duty_counter<=19'd0;
            tm_running<=1'b0;
        end
        if(duty_counter<(duty_cycle*frequency_divisor/1023)) begin
            pwm_out<=1'b1;
            duty_counter<=duty_counter+1;
        end
        else begin
            pwm_out<=1'b0;
        end
        if(duty_counter==(duty_cycle*frequency_divisor/1023)-1) begin
            duty_counter<=20'd0;
        end
        actual_counter_value<=pwm_counter[9:0];
        if(clear) begin
            captured_value<=10'd0;
        end else if(pwm_counter==target_value) begin
            captured_value<=pwm_counter[9:0];
        end
        if(SW_trigger || (trigger_selection==2'b01 && pwm_counter==target_value)) begin
            tm_running<=1'b1;
        end
    end
end
endmodule
module registor_block(
	input clk_i,
	input rstn_i,
	input acc_en_i,
	input wr_en_i,
	input [2:0] addr_i,
	input [15:0] wdata_i,
	output reg [15:0] rdata_o,
	output [1:0] mode,
	output [9:0] duty_cycle,
	output [1:0] frequency_selection,
	output [3:0] input_selection,
	output [1:0] trigger_selection,
	output out_function,
	output [1:0] capture_selection,
	output [9:0] target_value,
	output [9:0] counter,
	output clear,
	output SW_trigger,
	input [9:0] actual_counter_value,
	input [9:0] captured_value,
	input tm_running
);
reg [15:0] CTRL0;
always @(posedge clk_i or negedge rstn_i) begin
	if(!rstn_i)
		CTRL0<=16'd0;
	else if(acc_en_i==1 && wr_en_i==1 && addr_i==3'b000)
		CTRL0<=wdata_i;
end
assign mode=CTRL0[1:0];
reg [15:0] PWM_MODE;
always @(posedge clk_i or negedge rstn_i) begin
	if(!rstn_i)
		PWM_MODE<=0;
	else if(acc_en_i==1 && wr_en_i==1 && addr_i==3'b001)
		PWM_MODE<=wdata_i;
end
assign duty_cycle=PWM_MODE[9:0];
assign frequency_selection=PWM_MODE[13:12];
reg [15:0] CNT_TIMER_MODE0;
always @(posedge clk_i or negedge rstn_i) begin
	if(!rstn_i)
		CNT_TIMER_MODE0<=0;
	else if(acc_en_i==1 && wr_en_i==1 && addr_i==3'b010)
		CNT_TIMER_MODE0<=wdata_i;
end
assign input_selection=CNT_TIMER_MODE0[3:0];
assign trigger_selection=CNT_TIMER_MODE0[5:4];
assign out_function=CNT_TIMER_MODE0[8];
assign capture_selection=CNT_TIMER_MODE0[13:12];
reg[15:0] CNT_TIMER_MODE1;
always @(posedge clk_i or negedge rstn_i) begin
	if(!rstn_i)
		CNT_TIMER_MODE1<=0;
	else if(acc_en_i==1 && wr_en_i==1 && addr_i==3'b011)
		CNT_TIMER_MODE1<=wdata_i;
end
assign target_value=CNT_TIMER_MODE1[9:0];
assign clear=wdata_i[0] && wr_en_i==1 && acc_en_i==1 && addr_i==3'b101;
assign SW_trigger=wdata_i[4] && wr_en_i==1 && acc_en_i==1 && addr_i==3'b101;
always @(*) begin
	rdata_o=0;
	if(acc_en_i==1 && wr_en_i==0) begin  
		case(addr_i)
			3'b000: rdata_o=CTRL0;
			3'b001: rdata_o=PWM_MODE;
			3'b010: rdata_o=CNT_TIMER_MODE0;
			3'b011: rdata_o=CNT_TIMER_MODE1;
			3'b100: rdata_o={6'b000000, actual_counter_value};
			3'b110: rdata_o={3'b000, tm_running, 2'b00, captured_value};
		endcase
	end
end
endmodule
module top(
	input clk_i,
	input rstn_i,
	input acc_en_i,
	input wr_en_i,
	input [2:0] addr_i,
	input [15:0] wdata_i,
	input input1_i,
	input input2_i,
	input input3_i,
	input input4_i,
	input input5_i,
	input input6_i,
	input input7_i,
	input input8_i,
	input input9_i,
	input input10_i,
	input input11_i,
	input input12_i,
	input input13_i,
	input input14_i,
	input input15_i,
	output [15:0] rdata_o,
	output output_o
);
	wire [1:0] mode_w;
	wire [9:0] duty_cycle_w;
	wire [1:0] frequency_selection_w;
	wire [3:0] input_selection_w;
	wire [1:0] trigger_selection_w;
	wire out_function_w;
	wire [1:0] capture_selection_w;
	wire [9:0] target_value_w;
	wire [9:0] counter_w;
	wire clear_w;
	wire SW_trigger_w;
	wire [9:0] actual_counter_value_w;
	wire [9:0] captured_value_w;
    wire tm_running_w;
registor_block registor_block(
	.clk_i(clk_i),
	.rstn_i(rstn_i),
	.acc_en_i(acc_en_i),
	.wr_en_i(wr_en_i),
	.wdata_i(wdata_i),
	.rdata_o(rdata_o),
	.addr_i(addr_i),
	.mode(mode_w),
	.duty_cycle(duty_cycle_w),
	.frequency_selection(frequency_selection_w),
	.input_selection(input_selection_w),
	.trigger_selection(trigger_selection_w),
	.out_function(out_function_w),
	.capture_selection(capture_selection_w),
	.target_value(target_value_w),
	.counter(counter_w),
	.clear(clear_w),
	.SW_trigger(SW_trigger_w),
	.actual_counter_value(actual_counter_value_w),
	.captured_value(captured_value_w),
	.tm_running(tm_running_w)
);
PWM PWM(
    .clk_i(clk_i),
	.rstn_i(rstn_i),
	.acc_en_i(acc_en_i),
	.duty_cycle(duty_cycle_w),
	.out_function(out_function_w),
	.frequency_selection(frequency_selection_w),
	.trigger_selection(trigger_selection_w),
    .target_value(target_value_w),
	.clear(clear_w),
	.SW_trigger(SW_trigger_w),
	.actual_counter_value(actual_counter_value_w),
	.captured_value(captured_value_w),
    .tm_running(tm_running_w)
);
endmodule
==> /design/flow/run.sh <==
#!/bin/bash
# OpenROAD 26Q1-2900-gdf79404cd8, Yosys 0.63+post, stock flow scripts
make -C /OpenROAD-flow-scripts/flow DESIGN_CONFIG=/design/flow/config.mk WORK_HOME=/design/flow/orfs finish
==> /design/flow/config.mk <==
export PLATFORM = sky130hd
export DESIGN_NAME = top
export DESIGN_NICKNAME = top
export VERILOG_FILES = /design/flow/design.v
export SDC_FILE = /design/flow/constraint.sdc
export NUM_CORES = 4
export LEC_CHECK = 1
export CORE_UTILIZATION = 40
==> /design/flow/constraint.sdc <==
current_design top

set clk_period 5.3
set clk_io_pct 0.2

create_clock -name clk0 -period $clk_period [get_ports {clk_i}]

set non_clock_inputs [all_inputs -no_clocks]
set_input_delay [expr $clk_period * $clk_io_pct] -clock clk0 $non_clock_inputs
set_output_delay [expr $clk_period * $clk_io_pct] -clock clk0 [all_outputs]
==> metrics.sh <==
SYNTH_AREA_SQ_UM=5510
CHIP_AREA_SQ_UM=14200
NFILLCELLS=1183
NUMBER_OF_GLOBAL_ROUTE_VIAS_BEFORE_REPAIR=3909
SYNTH_ASYNC_SR_FLOP_SHARE_PCT=100
ROUTED-VIA-COUNT=3738
SYNTH_AREA_PER_CELL_SQ_UM=11.8
YS.FLOP_TYPE='sky130_fd_sc_hd__dfrtp_1'
DRC=0
DRV_CAP=0
GLOBAL_ROUTE.USAGE.TOTAL_PCT=19.8
SYNTH-EDFF-COUNT=0
DESIGN.PORTCOUNT=55
CLOCK_TREE.ROOT_CELL='sky130_fd_sc_hd__clkbuf_16'
WARNINGS=44
PERIOD_NEEDED_NS=4.51
WL_UM=12500
WORST_SETUP_PATH_START_KIND='input pin'
SETUP_VIOL_COUNT_FINAL=0
TNS_NS=0
CTS_INSERTED_BUFFERS=9
SYNTHTOPLOGICFAMILY='multiplexers'
STATUS='finished clean'
MAXSLEWHEADROOM_PCT=37.7
WL_PER_CELL_UM=18.2
DR.FIRST_ITER.DRC_COUNT=179
CTS_MAX_PATH_BUFFERS=2
IO_BUFFERS=38
YOSYS.AREA_SHARE.XOR_XNOR_PCT=3.97
WORSTSETUPENDPOINTTYPE='output pin'
GRT_REMAINING_OVERFLOW=0
PLACE_CONGESTION=0.860
TIMING_WORST_SLEW_PIN_VALUE_NS=0.928
CTS_TREE='done'
ROUTED_VIA_DENSITY=5.43
FINALMAXSLEWVIOLATIONS=0
POWER_DENSITY_nW_PER_UM2=361
NUMBER_OF_POST_CTS_SETUP_REPAIR_BUFFERS=0
DRIVE_ABOVE_1_SHARE_PCT=27.1
HPWLAFTERDP_UM=8670
YS_SEQ_SHARE_PCT=47.2
PATH_MAX_FANOUT=9
LAY_TOP_COUNT='sky130_fd_sc_hd__dfrtp_1'
POST_CTS_RESIZE_COUNT=0
ADDER_SHARE_PCT=4.31
YOSYS.AREA_SHARE.SIMPLE_PCT=11.9
WORST_HOLD_PATH_TYPE='flop to flop'
WORSTPATHARRIVAL_NS=3.45
WIRE_LENGTH_OF_THE_FIRST_GLOBAL_ROUTING_PASS_UM=21100
FINISHED_CORE_UTIL_PCT=48.2
REPORTED_LEAKAGE_POWER_nW=2.73
COMBINATIONAL_GATE_AREA_SQ_UM=2740
DRTANTENNAVIOLNETS=0
POSTSYNTHCELLCOUNT=468
TOTAL_CELLS_REPORTED_BY_YOSYS_AFTER_SYNTHESIS=468
ANTENNADIODECOUNT=0
TIMING.CRITICAL_PATH.REQUIRED_NS=4.24
CTS_MAX_LEVEL=3
FINALCRITPERIODSHARE_PCT=85.1
NUMCLOCKSINKS=104
COMPOUND_GATE_FRACTION_OF_SYNTH_AREA_PCT=5.77
FMAXACHIEVABLE_GHz=0.222
DESIGN.CORE.AREA_SQ_UM=13300
DETAILROUTE.WIRELENGTH.MET3_UM=450
ROUTE.TOP_LAYER_USED='met4'
DRT-PASS1-ITER-COUNT=4
CRITPATHKIND='input pin to output pin'
REG_AREA_SQ_UM=2600
GRT_ANTENNA_BEFORE_REPAIR=0
MET1WIRELENGTH_UM=6380
FLOORPLAN.INITIALDENSITY_PCT=41.3
CLOCK.LATENCY.LATE_PIN_NS=0.35
NUMBER_OF_DISTINCT_STANDARD_CELLS_REFERENCED_BY_THE_SYNTHESIZED_NETLIST=47
CORE.ROWCOUNT=42
GRT_SETUP_UNREPAIRED='false'
CTS_HOLD_BUFFERS_ADDED=0
SYNTH.FF_LATCH_COUNT=104
SYNTH.AREA.MUX_SHARE_PCT=23.4
DIE.SIZE.X_UM=119
CLOCK_PIN_TRANSITION_ON_THE_WORST_SETUP_AND_HOLD_TIMING_PATHS_NS=0.06
IR_WORST_VDD_mV=0.239
YOSYS.STAT.CHIPAREA_SQ_UM=5510
DIE_H_UM=119
WL_MET2_UM=5550
YS.WARNINGS.COUNT=3
TIMING.FINAL.HOLD_VIOLATIONS=0
FINCLKSKEW_NS=0.00603
SYNTHTOLAYOUTAREAGROWTH_PCT=16.8
LAY_TOP_CELLS='sky130_fd_sc_hd__dfrtp_1, sky130_fd_sc_hd__mux2_2, sky130_fd_sc_hd__nor2_1'
PIN_COUNT_OF_THE_BIGGEST_NET_ENTERING_GLOBAL_ROUTING=54
==> sequential cells by signal, indices dropped and copies added, names as in the netlist <==
signal	flops
PWM.pwm_counter	19
PWM.captured_value	10
PWM.actual_counter_value	10
registor_block.CNT_TIMER_MODE1	16
registor_block.CTRL0	16
PWM.tm_running	1
registor_block.PWM_MODE	16
registor_block.CNT_TIMER_MODE0	16
==> per-layer routing <==
layer	global-route usage [%]	vias to the layer above
met2	28.9	58
met3	4.01	10
li1	-	1772
met4	1.64	0
met1	33.0	1898
met5	0	-
==> final timing paths <==
check	start	slack, ns	cells after the start	end
worst max-delay path	addr_i[2]	0.79	6	rdata_o[6]
worst min-delay path	PWM.actual_counter_value[4]	0.49	1	PWM.actual_counter_value[4]
worst max register to register	registor_block.PWM_MODE[12]	2.71	8	PWM.pwm_counter[3]
worst min register to register	PWM.actual_counter_value[4]	0.49	1	PWM.actual_counter_value[4]
max in group asynchronous	rstn_i	3.45	2	registor_block.CNT_TIMER_MODE0[10]
min in group asynchronous	rstn_i	0.74	1	PWM.pwm_counter[3]
==> Yosys cell counts, types with 2 or more instances <==
master	n	area (sq um)
sky130_fd_sc_hd__nand2_1	20	75.1
sky130_fd_sc_hd__and4_1	2	17.5
sky130_fd_sc_hd__and2_1	2	12.5
sky130_fd_sc_hd__nor3_1	6	30.0
sky130_fd_sc_hd__and3_1	4	25.0
sky130_fd_sc_hd__clkbuf_1	7	26.3
sky130_fd_sc_hd__o21ai_0	11	55.1
sky130_fd_sc_hd__a221oi_1	2	17.5
sky130_fd_sc_hd__xor2_1	5	43.8
sky130_fd_sc_hd__buf_1	3	11.3
sky130_fd_sc_hd__mux4_2	10	225
sky130_fd_sc_hd__o22a_1	2	17.5
sky130_fd_sc_hd__nor2b_1	7	43.8
sky130_fd_sc_hd__xnor2_1	20	175
sky130_fd_sc_hd__ha_1	19	238
sky130_fd_sc_hd__buf_2	12	60.1
sky130_fd_sc_hd__nor4_1	3	18.8
sky130_fd_sc_hd__nand3b_1	2	15.0
sky130_fd_sc_hd__a41oi_1	2	17.5
sky130_fd_sc_hd__a22oi_1	14	105
sky130_fd_sc_hd__clkinv_1	2	7.51
sky130_fd_sc_hd__inv_1	15	56.3
sky130_fd_sc_hd__nor4_2	2	25.0
sky130_fd_sc_hd__o221ai_1	2	17.5
sky130_fd_sc_hd__nor2_1	37	139
sky130_fd_sc_hd__nor2_2	9	56.3
sky130_fd_sc_hd__a21oi_1	6	30.0
sky130_fd_sc_hd__nand3_1	15	75.1
sky130_fd_sc_hd__dfrtp_1	104	2600
sky130_fd_sc_hd__a31oi_1	2	12.5
sky130_fd_sc_hd__mux2_2	82	923
sky130_fd_sc_hd__mux2i_1	14	140
sky130_fd_sc_hd__nand4_1	11	68.8
==> logic make-up after synthesis <==
group           count (synthesis)
mux                           106
xor+xnor                       25
fa+ha+maj                      19
flops                         104
compound gates                 46
other cells                     1
simple gates                  125
buf+inv                        42
==> power breakdown <==
group,switching (mW),internal (mW),total [mW]
clock network,0.289,0.412,0.701
registers,0.141,0.960,1.10
logic,0.226,0.294,0.520
total,0.655,1.67,2.32
==> critical path, cell delays in order <==
cell	delay (ns)
sky130_fd_sc_hd__clkdlybuf4s50_1	0.76
sky130_fd_sc_hd__buf_4	0.25
sky130_fd_sc_hd__nor2b_1	0.41
sky130_fd_sc_hd__a221oi_1	0.17
sky130_fd_sc_hd__a211oi_1	0.28
sky130_fd_sc_hd__clkdlybuf4s50_1	0.52
==> cell type report <==
class	count	area share [%]
inverter	17	0.991
clock buffer	10	3.56
multi-input combinational	322	42.6
sequential	104	40.4
clock inverter	5	1.26
timing repair buffer	55	7.77
tap	176	3.42
==> metrics by stage <==
stage               cell area, sq um  power [mW]  cells  hold WS, ns  setup slack, ns
floorplan                       5510        1.47    468        0.448             2.05
global placement                6130        1.62    674        0.476            0.811
detailed placement              6130        1.63    674        0.480            0.784
CTS                             6440        2.35    689        0.491            0.787
global route                    6440        2.46    689        0.512            0.636
finish                          6440        2.32    689        0.492            0.792
Power is estimated from default activity; no workload was simulated.
