==> ./design.v <==
`timescale 1ns / 1ps
module RAM_64x8(
        input clk,
        input reset,
        input [5:0] addr_read,
        input we,
        input [5:0] addr_write,
        input [7:0] data_write,
        output [7:0] data_read
    );
reg [7:0] memorie[0:63];
assign data_read=memorie[addr_read];
integer i;
always @(posedge clk, posedge reset) begin
    if(reset==1) begin
        for(i=0;i<63;i=i+1) begin
            memorie[i]<=0;
        end
    end
    else begin
        if(we==1) begin
            memorie[addr_write]<=data_write;
        end
    end
end
endmodule
==> ./run.sh <==
#!/bin/bash
# OpenROAD 26Q1-2900-gdf79404cd8, Yosys 0.63+post, stock flow scripts
make -C /OpenROAD-flow-scripts/flow DESIGN_CONFIG=/design/flow/config.mk WORK_HOME=/design/flow/orfs finish
==> ./config.mk <==
export PLATFORM = sky130hd
export DESIGN_NAME = RAM_64x8
export DESIGN_NICKNAME = RAM_64x8
export VERILOG_FILES = /design/flow/design.v
export SDC_FILE = /design/flow/constraint.sdc
export NUM_CORES = 4
export LEC_CHECK = 1
export CORE_UTILIZATION = 50
==> ./constraint.sdc <==
current_design RAM_64x8

set clk_period 3.7
set clk_io_pct 0.2

create_clock -name clk0 -period $clk_period [get_ports {clk}]

set non_clock_inputs [all_inputs -no_clocks]
set_input_delay [expr $clk_period * $clk_io_pct] -clock clk0 $non_clock_inputs
set_output_delay [expr $clk_period * $clk_io_pct] -clock clk0 [all_outputs]
==> results.yml <==
# physical design summary
run_status:
  status: "finished, violations left"
  failed_checks: "negative setup slack"
floorplan:
  top_level_ports: 31
  row_count: 78
  die_y_microns: 217
  die_area_sq_um: 47100
  core-area_sq_um: 45500
  fp.dieW_microns: 217
  fp-utilization_pct: 50.8
route:
  drc: 0
  avgRoutedWirePerCell_microns: 36.6
  drt_wl_total_microns: 101000
  firstDrtPassIters: 5
  drtIter0Drc: 1467
  vias: 18100
  viasPerCell: 6.59
  antenna_left: 0
cts:
  clockBufferDepth: 3
  cts_max_level: 2
  cts_root_buf: "clkbuf_16"
  cts_buffers: 55
  clk_pin_slew_worst_paths_ns: 0.06
  clock-sinks: 512
  insertion_delay_ns: 0.63
  cts_tree: "yes"
grt:
  track_usage_pct: 46.4
  antenna_found_initial: 3
  first_global_vias: 18200
  grt_max_degree: 113
  grt_pass1_wl_microns: 141000
  grt_remaining_overflow: 0
critical_path:
  worst-path-max-fanout: 5
  crit_required_ns: 2.96
  rr_endpoint: "memorie[55][2]"
  r2r-start: "memorie[55][2]"
  cp_slowest_cell: "o32a_1"
  slowest_delay_ns: 0.53
  crit_path_end_kind: "primary output"
  cp_common_cell: "buf_4"
  critPathLaunchType: "primary input"
  reg2regPathDepth: 1
  cp.arrival_ns: 3.10
  path_cells: "buf_6, buf_4, buf_4, nand4b_1, buf_6, nor2_2, buf_4, a32oi_1, and4_1, nand4_1, o32a_1, buf_2"
  crit_type: "primary input to primary output"
  rrSetupSlack_ns: 2.82
layout:
  stdcell_count: 2752
  largest_register: "memorie"
  largest_reg_flops: 512
  drive_above_1_share_pct: 55.9
  syn2layout_area_growth_pct: 30.8
  reg_top3: "memorie x512"
worst_hold_path:
  hold-path-endpoint: "memorie[8][7]"
  hp-start: "memorie[8][7]"
  whs_path_depth: 1
  hold_class: "register to register"
job:
  tool_warnings: 31
  max_cap_viol_count: 0
final_timing:
  setup_viol: 3
  maxClockFrequency_ghz: 0.261
  fin_crit_ns: 3.84
  final-max-slew-violation-count: 0
  timing_hold_violations_final: 0
  grt_setup_unrepaired: "true"
  skew_ns: 0
  worst_pin_slew_ns: 0.872
  fin_ws_ns: -0.138
  fin_crit_sh_pct: 104
  timing.slew.headroom_pct: 41.9
place:
  gp_congestion: 1.05
  place_hpwl_microns: 72400
  dpl.cell_count: 2602
  portBuffers: 30
  pre_cts_slack_ns: -1.32
yosys:
  edf_count: 8
  yosysSeqAreaShare_pct: 55.6
  ys_cells: 1748
  synth_cell_types: 61
  ys.flops: 512
  synth_area_per_cell_sq_um: 13.2
  synthFlopType: "dfrtp_1"
  ys_chip_area_sq_um: 23100
  synth_cells: 1748
  synthArstFlopShare_pct: 98.4
  netlist_area_sq_um: 23100
  ys_warn_count: 2
power_and_ir_drop:
  leakage_nw: 14.3
  finalPower_w: 0.0142
  power-per-cell-area_nw_per_um2: 470
  ir_drop_mv: 0.437
[layout make-up]
type,instances,area [sq um]
Antenna cell,3,7.51
Clock buffer,84,1700
Timing Repair Buffer,441,3990
Inverter,2,11.3
Tap cell,600,751
Clock inverter,18,185
Fill cell,3288,15300
Sequential cell,512,12900
Multi-Input combinational cell,1092,10700
[worst max-delay path, delay by kind of cell]
| kind | cells | cell delay, ns |
|---|---|---|
| buffers and inverters | 6 | 0.79 |
| AND/OR/NAND/NOR | 4 | 0.74 |
| AND-OR/OR-AND | 2 | 0.82 |
[layout by cell type, fill, tap and decap left out, types with 39 or more instances in the layout]
cell type and count:
clkbuf_16 58, dfrtp_1 504, buf_4 313, mux2_2 509, nor2_1 40, nand4_1 39
nand2_1 67, a22oi_1 49, a32oi_1 78, buf_6 67
[per-stage QoR]
step	hold slack [ns]	area, sq um	util, %	TNS, ns
final	0.497	30200	66.4	-0.249
after detailed placement	0.484	26700	58.6	-8.85
after CTS	0.498	30100	66.1	-0.245
after floorplan	0.459	23100	-	-1955.73
after global routing	0.511	30200	66.4	-0.200
after global placement	0.475	26700	58.6	-9.13
[how the worst max path moves through the flow]
stage / start / end / slack, ns / depth (start not counted)
after CTS: addr_read[5] / data_read[4] / -0.12 / 11
after global routing: addr_read[1] / data_read[4] / -0.10 / 11
final: addr_read[0] / data_read[4] / -0.14 / 12
[metal layers]
layer | wire, microns | track usage [%]
met1 | 38900 | 67.0
met2 | 42700 | 63.1
met3 | 13000 | 20.6
met4 | 6100 | 20.4
met5 | 9 | 0
[repair_timing]
action                                  in CTS  in global routing
hold buffers                                 0                  0
pin swaps                                   84                 39
cloned                                       1                  1
endpoints found under the setup margin       8                  8
buffers inserted                            49                  6
gates resized                              328                 26
[cell families after synthesis]
family,Yosys count,share of synthesized area [%]
and+or+nand+nor,323,7.61
DFF,512,55.6
buffers and inverters,144,2.65
muxes,519,25.3
AOI/OAI and AO/OA,250,8.81
[where the power goes]
| group | internal [W] | leakage (nW) | switching (W) |
|---|---|---|---|
| clock network | 0.00336 | 0.936 | 0.00236 |
| logic | 0.000867 | 6.58 | 0.000805 |
| registers | 0.00633 | 6.78 | 0.000462 |
| total | 0.0106 | 14.3 | 0.00362 |
[synthesized netlist by cell type, types with 6 or more instances]
cell / count / area, sq um
dfrtp_1: 504 / 12600
a21oi_1: 8 / 40.0
and3_1: 27 / 169
a31oi_1: 11 / 68.8
a32oi_1: 100 / 876
or2_2: 6 / 37.5
a22o_1: 15 / 131
nor3_1: 8 / 40.0
nand3_1: 37 / 185
nand2_1: 73 / 274
buf_2: 9 / 45.0
clkbuf_1: 115 / 432
nand4_1: 39 / 244
and2_0: 10 / 62.6
buf_1: 9 / 33.8
a22oi_1: 77 / 578
buf_6: 7 / 78.8
and2_1: 11 / 68.8
nor4_1: 14 / 87.6
a2111oi_0: 8 / 70.1
nand2b_1: 6 / 37.5
nor2_1: 55 / 206
edfxtp_1: 8 / 240
mux2i_1: 7 / 70.1
mux2_2: 509 / 5730
Power figures rest on the tool's default switching activity, not on a simulated workload.
